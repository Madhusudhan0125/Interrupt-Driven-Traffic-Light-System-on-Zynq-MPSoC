==> flow/design.v <==
module debouncer
#(
    parameter integer DEBOUNCE_WAIT = 2_500_000  
)
(
    input  logic clk,
    input  logic rst_n,
    input  logic btn,            
    output logic btn_pls_out      
);
localparam int BIT_SIZE = $clog2(DEBOUNCE_WAIT + 1);
logic btn_r;
logic btn_f;
logic [BIT_SIZE-1:0] counter;
logic is_running;
logic btn_debounced;
edge_detect btn_in_edge (
    .clk(clk),
    .rst_n(rst_n),
    .sig(btn),
    .r_edge(btn_r),     
    .f_edge(btn_f)      
);
edge_detect dbounce_out_edge (
    .clk(clk),
    .rst_n(rst_n),
    .sig(btn_debounced),
    .r_edge(btn_pls_out),     
    .f_edge( )
);
always_ff @(posedge clk, negedge rst_n)
    if (~rst_n) begin
        counter <= 'd0;
        btn_debounced <= 'b0;
        is_running <= 'b0;
    end else begin
        if(btn_r == 'b1) begin
            counter <= 'd0;
            is_running <= 'b1;
        end else if (btn_f == 'b1) begin
            counter <= 'd0;
            is_running <= 'b0;
        end else begin
            if(is_running) begin
                if(counter < DEBOUNCE_WAIT) begin
                    counter <= counter + 1;
                    btn_debounced <= 'b0;
                end else begin
                    btn_debounced <= 'b1;
                    is_running <= 'b0;
                end
            end
        end
    end
endmodule
`timescale 1ns / 1ps
module edge_detect
(
    input  logic clk,
    input  logic rst_n,
    input  logic sig,
    output logic r_edge,
    output logic f_edge
);
logic delay_reg0;
always_ff @(posedge clk, negedge rst_n)
    if (~rst_n) begin
        delay_reg0 <= 1'b0;
        r_edge     <= 1'b0;
        f_edge     <= 1'b0;
    end else begin
        delay_reg0 <= sig;
        r_edge     <= ~delay_reg0 & sig;
        f_edge     <= delay_reg0 & ~sig;
    end
endmodule
==> flow/run.sh <==
#!/bin/bash
# OpenROAD 26Q1-2900-gdf79404cd8, Yosys 0.63+post, stock flow scripts
make -C /OpenROAD-flow-scripts/flow DESIGN_CONFIG=/design/flow/config.mk WORK_HOME=/design/flow/orfs finish
==> flow/config.mk <==
export PLATFORM = sky130hd
export DESIGN_NAME = debouncer
export DESIGN_NICKNAME = debouncer
export VERILOG_FILES = /design/flow/design.v
export SDC_FILE = /design/flow/constraint.sdc
export NUM_CORES = 4
export LEC_CHECK = 1
export CORE_AREA = 10 10 108 108
export DIE_AREA = 0 0 118 118
==> flow/constraint.sdc <==
current_design debouncer

set clk_period 4.7
set clk_io_pct 0.2

create_clock -name clk0 -period $clk_period [get_ports {clk}]

set non_clock_inputs [all_inputs -no_clocks]
set_input_delay [expr $clk_period * $clk_io_pct] -clock clk0 $non_clock_inputs
set_output_delay [expr $clk_period * $clk_io_pct] -clock clk0 [all_outputs]
==> flow.log <==
[flow] summary of implementation run
[metrics] status: finished, final reports clean
[metrics] Boundary Pins: 4
[metrics] setup repair after global routing missed its margin: no
[metrics] post-synth design cell area: 1551 um^2
[metrics] Tcrit/Tclk final: 0.4577
[metrics] transition time at the pin with the least slew margin: 539.3 ps
[metrics] Layout area overhead: 17.66%
[metrics] maximum root-to-sink buffer count: 2
[metrics] number of DRC markers after the initial detailed-route iteration: 58
[metrics] initial antenna violation count: 0
[metrics] core utilization before placement: 0.1671
[metrics] Reg clk slew, reported paths: 60 ps
[metrics] mean instance size in the synthesized netlist: 10.01 um^2
[metrics] vias in the first global route: 1182
[metrics] clock tree from TritonCTS: done
[metrics] Post-Layout Cell Count: 290
[metrics] max frequency: 0.4648 GHz
[metrics] Overall Global Routing Usage: 0.04853
[metrics] Yosys reg bits: 29
[metrics] tightest hold margin: 395.2 ps
[metrics] static leakage: 0.6807 nW
[metrics] end-of-flow core utilization: 0.1966
[metrics] worst skew pair latency: 280 ps
[metrics] critical path start-end classification: reg2reg
[metrics] Yosys warnings: 2
[metrics] post-synthesis cell count from yosys: 155
[metrics] CP max-delay cell: sky130_fd_sc_hd__or4_1
[metrics] Tmin final: 2151 ps
[metrics] longest individual stage delay on the worst path: 510 ps
[metrics] TritonCTS buffer count: 5
[metrics] number of DRC violations after detailed routing: 0
[metrics] number of buffers added for setup after CTS: 0
[metrics] fraction of post-synthesis cell area in the top cell type by area: 0.4677
[metrics] accumulated negative setup slack: 0 ps
[metrics] Routed WL: 3141 um
[metrics] Pins Over Slew Limit: 0
[metrics] Post-synth ARST share: 1.000
[metrics] num rows: 35
[metrics] Cell variety after synth: 42
[metrics] Die Wd: 118 um
[metrics] Buffers on Ports: 3
[metrics] cell breakdown of the critical path: a211o_1 > nand2_1 > a41oi_4 > buf_4 > or4_1 > a21oi_1
[metrics] hold bufs inserted after CTS: 0
[metrics] global-route wire length before repair: 5871 um
[metrics] Final Skew: 7.089 ps
[metrics] Synth Instances: 155
[metrics] largest fanout of any net on the critical path: 27
[metrics] post-CTS resize count: 0
[metrics] Setup crit end kind: register
[metrics] type of element launching the critical path: register
[metrics] data arrival time of the critical path: 2350 ps
[metrics] post-detailed-route via-to-cell ratio: 4.128
[metrics] fill cell count: 1038
[metrics] area of the core: 9284 um^2
[metrics] Req. time, crit path: 4900 ps
[metrics] Die Outline Area: 13920 um^2
[metrics] share of cells above drive strength 1: 0.09938
[metrics] mean routed wirelength per cell: 10.83 um
[metrics] number of optimization iterations in the first detailed-route pass: 4
[metrics] Final Power: 576.9 uW
[metrics] Post-synth top cells: 29 x sky130_fd_sc_hd__dfrtp_1, 16 x sky130_fd_sc_hd__a21oi_1, 12 x sky130_fd_sc_hd__nand2_1, 11 x sky130_fd_sc_hd__nand3_1, 11 x sky130_fd_sc_hd__or4_1
[metrics] number of warnings the tools reported: 25
[metrics] summed standard-cell area reported by yosys: 1551 um^2
[metrics] Most used DFF post-synth: sky130_fd_sc_hd__dfrtp_1
[metrics] flip-flops with a built-in enable: 0
[metrics] antenna-violating nets left: 0
[metrics] worst slew slack as a fraction of its limit: 0.6392
[metrics] library cell occupying the most area in the post-synthesis netlist: sky130_fd_sc_hd__dfrtp_1
[metrics] number of endpoints with negative hold slack in the final report: 0
[metrics] detailed-placement wirelength estimate: 2098 um
[metrics] Worst VDD drop: 0.09467 mV
[metrics] final global-route overflow total: 0
[metrics] pin count of the biggest net entering global routing: 30
[metrics] CTS Sinks: 29
[metrics] final weighted congestion in routability-driven placement: 0.8834
[metrics] placed insts: 282
[metrics] vertical die dimension: 118 um
[metrics] max-capacitance violation count: 0
[metrics] number of inserted diodes: 0
[metrics] Yosys top cell by instances: sky130_fd_sc_hd__dfrtp_1
[metrics] Seq share, synth: 0.4677
[metrics] vias after detailed routing: 1197
[metrics] Tightest Hold Check Type: reg2reg
[metrics] H-tree depth reported by CTS: 2
[metrics] buffer type at the clock tree root: sky130_fd_sc_hd__clkbuf_8
[metrics] top cells by area in the synthesized netlist: sky130_fd_sc_hd__dfrtp_1 47%, sky130_fd_sc_hd__or4_1 5.3%, sky130_fd_sc_hd__a21oi_1 5.2%
[metrics] final number of setup-violating endpoints: 0
[metrics] power density over cell area: 316.0 nW/um^2
[kinds of logic after synthesis]
family	count (synthesis)	synth area share
DFF	29	0.4677
xor gates and xnor gates	1	0.005646
AOI/OAI and AO/OA	44	0.1919
muxes	1	0.006452
and+or+nand+nor	69	0.2814
buffers and inverters	10	0.03870
adders and majority gates	1	0.008063
[worst paths after layout]
| path | from | endpoint | slack [ps] | depth (start not counted) |
|---|---|---|---|---|
| hold reg to reg | dbounce_out_edge.delay_reg0 | dbounce_out_edge.r_edge | 400 | 1 |
| setup reg to reg | counter[9] | counter[10] | 2550 | 6 |
| max in group asynchronous | rst_n | counter[20] | 3370 | 2 |
| min in group asynchronous | rst_n | counter[7] | 1050 | 2 |
| hold / removal | dbounce_out_edge.delay_reg0 | dbounce_out_edge.r_edge | 400 | 1 |
| setup / recovery | counter[9] | counter[10] | 2550 | 6 |
[area by class of cell]
cell class,instances,area (um^2),area share
inverters,3,11.26,0.006169
clock buffers,7,86.33,0.04729
multi-input cells,116,765.7,0.4195
well taps,129,161.4,0.08842
clock inverters,1,30.03,0.01645
flip-flops and latches,29,725.7,0.3975
repair buffers,5,45.04,0.02467
[critical path: cells and delay by family, from the launching register on]
kind,cells,cell delay (ps)
AND-OR/OR-AND,3,700
buffers and inverters,1,310
flip-flops,1,440
AND/OR/NAND/NOR,2,610
[flip-flops by register name, summed over array words and instances (netlist names)]
signal                       count
counter                         22
btn_debounced                    1
btn_in_edge.delay_reg0           1
btn_in_edge.f_edge               1
btn_in_edge.r_edge               1
dbounce_out_edge.delay_reg0      1
dbounce_out_edge.r_edge          1
is_running                       1
[through the flow]
step | setup slack, ps | area [um^2]
2_1_floorplan | 2888 | 1551
3_3_place_gp | 2588 | 1709
3_5_place_dp | 2552 | 1709
4_1_cts | 2540 | 1826
5_1_grt | 2349 | 1826
6_report | 2549 | 1826
[where the power goes]
group | switching (mW) | internal (mW)
clock | 0.0905 | 0.173
combinational | 0.0305 | 0.0149
sequential | 0.00859 | 0.260
total | 0.130 | 0.447
[placed cells by master (no fill, tap or decap), types with 3 or more instances in the layout]
cell,n
sky130_fd_sc_hd__o21ai_0,6
sky130_fd_sc_hd__dfrtp_1,29
sky130_fd_sc_hd__nor2_1,6
sky130_fd_sc_hd__nor4_1,3
sky130_fd_sc_hd__o31ai_1,8
sky130_fd_sc_hd__o211ai_1,3
sky130_fd_sc_hd__and3_1,4
sky130_fd_sc_hd__nand2_1,12
sky130_fd_sc_hd__clkbuf_8,6
sky130_fd_sc_hd__or3_1,4
sky130_fd_sc_hd__inv_1,3
sky130_fd_sc_hd__clkdlybuf4s50_1,3
sky130_fd_sc_hd__or4_1,11
sky130_fd_sc_hd__a21oi_1,16
sky130_fd_sc_hd__nor2b_1,3
sky130_fd_sc_hd__nand3_1,11
sky130_fd_sc_hd__o21a_1,3
[routing by layer]
layer / GRT usage / vias to the layer above / part of all wire
met5: 0 / - / 0
met4: 0.008501 / 0 / 0.013
met3: 0.01847 / 2 / 0.041
met2: 0.06434 / 15 / 0.41
met1: 0.07308 / 570 / 0.54
li1: - / 610 / -
Power is estimated from default activity; no workload was simulated.
